`flow/run.sh`:
```
#!/bin/bash
# OpenROAD 26Q1-2900-gdf79404cd8, Yosys 0.63+post, stock flow scripts
make -C /OpenROAD-flow-scripts/flow DESIGN_CONFIG=/design/flow/config.mk WORK_HOME=/design/flow/orfs finish
```
`flow/config.mk`:
```
export PLATFORM = sky130hd
export DESIGN_NAME = allocator
export DESIGN_NICKNAME = allocator
export VERILOG_FILES = /design/flow/design.v
export SDC_FILE = /design/flow/constraint.sdc
export NUM_CORES = 4
export LEC_CHECK = 1
export CORE_UTILIZATION = 40
export SYNTH_MEMORY_MAX_BITS = 65536
```
`flow/constraint.sdc`:
```
current_design allocator

set clk_period 13.5
set clk_io_pct 0.2

create_clock -name clk0 -period $clk_period [get_ports {clk}]

set non_clock_inputs [all_inputs -no_clocks]
set_input_delay [expr $clk_period * $clk_io_pct] -clock clk0 $non_clock_inputs
set_output_delay [expr $clk_period * $clk_io_pct] -clock clk0 [all_outputs]
```
`flow/design.v`:
```
interface ar_if #(
    parameter ID_WIDTH    = 4,     
    parameter ADDR_WIDTH  = 32,    
    parameter LEN_WIDTH   = 8,     
    parameter SIZE_WIDTH  = 3,     
    parameter BURST_WIDTH = 2,     
    parameter QOS_WIDTH   = 4      
);
    logic                  valid;     
    logic [ID_WIDTH-1:0]   id;        
    logic [ADDR_WIDTH-1:0] addr;      
    logic [LEN_WIDTH-1:0]  len;       
    logic [SIZE_WIDTH-1:0]   size;      
    logic [BURST_WIDTH-1:0]  burst;     
    logic [QOS_WIDTH-1:0]    qos;       
    logic                  ready;     
    modport sender (
        output valid,    
        output id,       
        output addr,     
        output len,      
        output size,     
        output burst,    
        output qos,      
        input  ready     
    );
    modport receiver (
        input  valid,    
        input  id,       
        input  addr,     
        input  len,      
        input  size,     
        input  burst,    
        input  qos,      
        output ready     
    );
endinterface
interface r_if #(
    parameter ID_WIDTH    = 32,     
    parameter DATA_WIDTH  = 64,    
    parameter RESP_WIDTH  = 2     
);
    logic                  valid;               
    logic [ID_WIDTH-1:0]   id;                  
    logic [DATA_WIDTH-1:0] data;                
    logic [RESP_WIDTH-1:0] resp;                
    logic                  last;                
    logic                  ready;               
    modport sender (
        output valid,    
        output id,       
        output data,     
        output resp,     
        output last,     
        input  ready     
    );
    modport receiver (
        input  valid,    
        input  id,       
        input  data,     
        input  resp,     
        input  last,     
        output ready     
    );
endinterface
module allocator #(
    parameter int ID_WIDTH = 16,
    parameter int MAX_OUTSTANDING = 16,
    parameter int NUM_ROWS = MAX_OUTSTANDING,
    parameter int NUM_COLS = MAX_OUTSTANDING
)(
    input  logic                 clk,
    input  logic                 rst,  
    input  logic                 alloc_req,
    input  logic [ID_WIDTH-1:0]  in_orig_id,
    output logic                 alloc_gnt,
    output logic [ID_WIDTH-1:0]     unique_id,
    output logic                 id_matrix_full,
    input  logic                 free_req,
    input  logic [ID_WIDTH-1:0]  unique_id_to_free,
    output logic [ID_WIDTH-1:0]  restored_id
);
    localparam int ROW_W = $clog2(NUM_ROWS);
    localparam int COL_W = $clog2(NUM_COLS);
    localparam int PER_ROW_CNT_W = $clog2(NUM_COLS+1);  
    localparam int TOT_REQ_CNT_W = $clog2(MAX_OUTSTANDING + 1);  
    logic [ID_WIDTH-1:0]       id_matrix [NUM_ROWS][NUM_COLS];  
    logic                      id_matrix_we [NUM_ROWS][NUM_COLS];  
    logic [NUM_ROWS-1:0]        row_is_bound_current, row_is_bound_next;  
    logic [ID_WIDTH-1:0]        bound_orig_id_current [NUM_ROWS];      
    logic [ID_WIDTH-1:0]        bound_orig_id_next [NUM_ROWS];
    logic [COL_W-1:0]           available_col_current [NUM_ROWS];
    logic [COL_W-1:0]           available_col_next [NUM_ROWS];
    logic [PER_ROW_CNT_W-1:0]           used_count_current [NUM_ROWS];
    logic [PER_ROW_CNT_W-1:0]           used_count_next [NUM_ROWS];
    logic [TOT_REQ_CNT_W-1:0]           tot_used_count_current;
    logic [TOT_REQ_CNT_W-1:0]           tot_used_count_next;
    assign id_matrix_full = (tot_used_count_current == TOT_REQ_CNT_W'(MAX_OUTSTANDING));
    logic             have_row_hit;  
    logic [ROW_W-1:0] hit_row_idx;       
    logic [NUM_ROWS-1:0] row_bound_to_in_id;  
    logic             have_unbound_row;  
    logic [ROW_W-1:0] first_unbound_row_idx;  
    logic [NUM_ROWS-1:0] first_unbound_row;  
    logic [ROW_W-1:0] chosen_row_idx;
    logic [COL_W-1:0] chosen_col_idx;
    logic [ROW_W-1:0] free_row_idx;
    logic [COL_W-1:0] free_col_idx;
    assign free_row_idx = unique_id_to_free[ROW_W+COL_W-1 : COL_W];
    assign free_col_idx = unique_id_to_free[COL_W-1 : 0];
    assign restored_id = id_matrix[free_row_idx][free_col_idx];
    assign alloc_gnt = alloc_req & (have_row_hit | have_unbound_row) & ~id_matrix_full;
    assign unique_id = {{(ID_WIDTH-ROW_W-COL_W){1'b0}},chosen_row_idx, chosen_col_idx}; 
    genvar i;  
    generate
        for (i = 0; i < NUM_ROWS; i++) begin : gen_find_unbound
            if (i == 0) begin
                assign first_unbound_row[0] = ~row_is_bound_current[0];
            end
            else begin
                assign first_unbound_row[i] = ~row_is_bound_current[i] & (&row_is_bound_current[i-1:0]);
            end
        end
    endgenerate
    always_comb begin : slot_selection_logic
        have_row_hit        = 1'b0;
        hit_row_idx         = '0;
        have_unbound_row    = 1'b0;
        first_unbound_row_idx = '0;
        row_is_bound_next = row_is_bound_current;
        for (int r = 0; r < NUM_ROWS; r++) begin
            bound_orig_id_next[r]  = bound_orig_id_current[r];
            available_col_next[r]  = available_col_current[r];
        end
        for (int r = 0; r < NUM_ROWS; r++) begin
            for (int c = 0; c < NUM_COLS; c++) begin
                id_matrix_we[r][c] = 1'b0;
            end
        end
        for (int r = 0; r < NUM_ROWS; r++) begin
            row_bound_to_in_id[r] = row_is_bound_current[r] & (~|(bound_orig_id_current[r] ^ in_orig_id));
            if (row_bound_to_in_id[r]) begin
                hit_row_idx  = ROW_W'(r);
            end
            if (first_unbound_row[r]) begin
                first_unbound_row_idx = ROW_W'(r);
            end
        end
        have_row_hit = |row_bound_to_in_id;
        have_unbound_row = ~&row_is_bound_current;
        chosen_row_idx = have_row_hit ? hit_row_idx : first_unbound_row_idx;
        chosen_col_idx = available_col_current[chosen_row_idx];
        if (alloc_gnt) begin
            if (~have_row_hit) begin
                row_is_bound_next[chosen_row_idx] = 1'b1;
                bound_orig_id_next[chosen_row_idx] = in_orig_id;
            end
            available_col_next[chosen_row_idx] = available_col_current[chosen_row_idx] + COL_W'(1);
            id_matrix_we[chosen_row_idx][chosen_col_idx] = 1'b1;
        end
	if (free_req) begin
            if (used_count_current[free_row_idx] == PER_ROW_CNT_W'(1)) begin
                row_is_bound_next[free_row_idx] = 1'b0;
                bound_orig_id_next[free_row_idx] = '0;
            end
        end
    end
    always_comb begin : counter_logic
        tot_used_count_next = tot_used_count_current;
        for (int r = 0; r < NUM_ROWS; r++) begin
            used_count_next[r]     = used_count_current[r];
        end
        if (alloc_gnt) begin
            tot_used_count_next = tot_used_count_current + TOT_REQ_CNT_W'(1);
            used_count_next[chosen_row_idx] = used_count_current[chosen_row_idx] + PER_ROW_CNT_W'(1);
        end
        if (free_req) begin
            tot_used_count_next = tot_used_count_current - TOT_REQ_CNT_W'(1);
            used_count_next[unique_id_to_free[ROW_W+COL_W-1 : COL_W]] =
            used_count_current[unique_id_to_free[ROW_W+COL_W-1 : COL_W]] - PER_ROW_CNT_W'(1);
        end
    end
    always_ff @(posedge clk or posedge rst) begin
        if (rst) begin
            row_is_bound_current <= '0;
            tot_used_count_current <= '0;
            for (int r = 0; r < NUM_ROWS; r++) begin
                bound_orig_id_current[r] <= '0;
                available_col_current[r] <= '0;
                used_count_current[r]    <= '0;
                for (int c = 0; c < NUM_COLS; c++) begin
                    id_matrix[r][c] <= '0;
                end
            end
        end else begin
            row_is_bound_current <= row_is_bound_next;
            tot_used_count_current <= tot_used_count_next;
            for (int r = 0; r < NUM_ROWS; r++) begin
                bound_orig_id_current[r] <= bound_orig_id_next[r];
                available_col_current[r] <= available_col_next[r];
                used_count_current[r]    <= used_count_next[r];
                for (int c = 0; c < NUM_COLS; c++) begin
                    if (id_matrix_we[r][c]) begin
                        id_matrix[r][c] <= in_orig_id;  
                    end
                end
            end
        end
    end
endmodule
```
==> results.cfg <==
; physical design summary
[run_status]
status = finished, violations left
violations = antenna rules, capacitance limit, slew limit

[routing]
wl_per_cell_um = 66.3
num_vias = 175000
drtPass1Iterations = 15
via_per_inst = 7.36
dr.first_iter.drc_count = 21200
wirelength_um = 1580000
drcViolationCount = 0
drtAntennaViolNets = 1

[critical_path]
r2r_slack_ns = 3.46
critPathKind = in -> out
cpMostUsedCell = buf_4
critPathArrivalTime_ns = 10.05
timing.critical_path.fanout_max = 14
r2r_start = bound_orig_id_current[5][4]$_DFF_PP0_
end_kind = output pin
crit_path_max_incr_delay_ns = 0.75
crit_path_start = unique_id_to_free[7]
path_cells = clkdlybuf4s50_1 > buf_4 > inv_1 > nor2_1 > nand2_2 > buf_4 > nor2_4 > buf_4 > a221oi_1 > buf_4 > nand4_1 > or4_1 > nor4_2 > buf_4 > nand4_1 > mux2_2 > clkdlybuf4s50_1
critPathLaunchType = input pin
required_ns = 10.80
slowest_stage = or4_1

[yosys]
netlist.area_leader.share_pct = 56.2
simple_gate_share_pct = 5.41
synth_top_flop_cell = dfrtp_1
yosys.stat.seqShare_pct = 56.2
common_cells = dfrtp_1 (4517), mux2_2 (3795), clkbuf_1 (927)
ys_sh_adder_pct = 0.128
ys_warn_count = 9
synthCells = 15100
synth.most_common_cell = dfrtp_1
synth_stat.cells = 15100
synthDistinctLibCells = 82
yosys-top-cells-area = dfrtp_1 (56%), mux2_2 (21%), a22o_1 (2.9%), a221oi_1 (2.9%), a22oi_1 (2.9%)
synth.ff_latch_count = 4517
yosysChipArea_um2 = 201000
ys_top_logic_family = multiplexers
mux_area_share_pct = 24.1
ys_sh_aoi_pct = 10.1
xor_share_pct = 1.19
avgSynthCellArea_um2 = 13.3
syn_area_um2 = 201000
yosysTopAreaCell = dfrtp_1
async_flop_share_pct = 100
synth-edff-count = 0

[placement]
hpwl_um = 1100000
globalplace.congestion = 1.17
dp.cells = 22100
io_buffers = 53

[global_routing]
globalRouteMet1Util_pct = 67.8
use_met3_pct = 54.7
use_met2_pct = 75.6
grt_pass1_vias = 158000
grt_overflow = 0
grt_max_degree = 122
top_usage_layer = met2
grt_pass1_wl_um = 1940000
grt_util_all_layers_pct = 65.1
antenna_found_initial = 418

[layout]
instances_no_fill = 23800
fin_util_pct = 48.2
n_fill_cell = 43700
drive_gt1_share_pct = 41.6
syn_to_final_growth_pct = 19.7

[sta]
max_clock_freq_mhz = 78.5
worst_slew_pin_slew_ns = 1.69
period_needed_ns = 12.75
timing.final.crit_share_pct = 94.4
tns_ns = 0
slew_headroom_pct = -13.8
finalHoldViolCount = 0
finalSetupViolCount = 0
final-max-slew-violation-count = 13
clock_skew_ns = 0.0822
grt_setup_unrepaired = no

[pwr]
ir_drop_uv = 472
leakagePower_nw = 113
comb_power_share_pct = 29.5
p_switching_mw = 17.2
clock_power_share_pct = 32.1
p_int_mw = 29.4
p_sw_share_pct = 36.9
power_mw = 46.5
p_per_area_nw_per_um2 = 193
seqPwrFrac_pct = 38.4

[clocking]
post_cts_buffers = 0
clockRootBuffer = clkbuf_16
clk_pin_slew_worst_paths_ns = 0.06
cts_tree = yes
cts_hold_buf = 0
cts_resized = 0
htree_num_levels = 6
cts_buffers = 532
cts.sinks = 4517
insertion_delay_ns = 1.17
cts_buffer_depth = 4

[floorplanning]
fp_util_pct = 40.3
die_area_um2 = 505000
coreArea_um2 = 499000
rows = 259
io_pins = 70
die_w_um = 711
fp.dieH_um = 711

[flow_run]
cap_violations = 2
warning_count = 154

[min_path]
hold_start = tot_used_count_current[4]$_DFFE_PP0P_
hp-class = reg -> reg
[worst paths after layout]
check                      cells after the start                                     to
min in group asynchronous                      2         id_matrix[247][15]$_DFFE_PP0P_
setup / recovery                              17                        restored_id[15]
setup reg to reg                              26         id_matrix[239][10]$_DFFE_PP0P_
hold / removal                                 1  tot_used_count_current[4]$_DFFE_PP0P_
hold reg to reg                                1  tot_used_count_current[4]$_DFFE_PP0P_
max in group asynchronous                      7          id_matrix[237][1]$_DFFE_PP0P_
[logic make-up after synthesis]
group	Yosys count
muxes	4303
AOI/OAI and AO/OA	2570
xor gates and xnor gates	272
and+or+nand+nor	2154
DFF	4517
buffers and inverters	1312
adders and majority gates	20
other	1
[flip-flops by register name, indices dropped and copies added (netlist names)]
name                    count
available_col_current      64
bound_orig_id_current     256
tot_used_count_current      5
row_is_bound_current       16
id_matrix                4096
used_count_current         80
[power groups by stage]
stage / Combinational, mW / Sequential [mW] / Clock, mW
4_1_cts: 13.1 / 17.8 / 14.9
5_1_grt: 13.9 / 18.1 / 15.4
6_report: 13.7 / 17.9 / 14.9
[stage by stage]
| step | instance area (um^2) | hold slack (ns) | worst slack, ns |
|---|---|---|---|
| final | 241000 | 0.472 | 0.753 |
| after floorplan | 201000 | 0.442 | -52.17 |
| after global placement | 221000 | 0.458 | 1.01 |
| after CTS | 239000 | 0.477 | 1.12 |
| after detailed placement | 221000 | 0.469 | 0.933 |
| after global routing | 240000 | 0.498 | 0.881 |
[critical path, delay by kind of cell]
family	cells	cell delay (ns)
AND-OR/OR-AND	1	0.62
buffers and inverters	8	3.20
multiplexers	1	0.49
AND/OR/NAND/NOR	7	2.93
[placed cells by master, fill, tap and decap left out, types with 37 or more instances in the layout]
cell,netlist,final
xnor2_1,205,205
nand3_1,202,186
nand2_2,9,99
clkbuf_8,0,113
nor4_1,83,63
xor2_1,67,67
a221oi_1,659,636
nor3_1,100,91
mux2_2,3795,3795
diode_2,0,713
nor2_2,38,44
a22oi_1,768,768
buf_4,46,1379
clkdlybuf4s50_1,0,37
nor2_4,18,323
nand4_1,352,352
clkbuf_1,927,146
nand2_1,481,391
o21ai_0,104,103
dfrtp_1,4517,4517
clkbuf_16,0,536
mux2_4,59,59
a22o_1,670,670
buf_12,1,164
mux2_1,253,253
a21oi_1,189,189
mux2i_1,196,196
nor2_1,676,365
clkinv_2,0,60
inv_1,40,39
[final cells by class]
| cell class | instances | area, um^2 | share of cell area (%) |
|---|---|---|---|
| flip-flops and latches | 4517 | 113000 | 47.0 |
| multi-input cells | 9327 | 85400 | 35.5 |
| clock buffers | 795 | 15500 | 6.45 |
| repair buffers | 1599 | 14300 | 5.94 |
| well taps | 6655 | 8330 | 3.46 |
| clock inverters | 142 | 2050 | 0.851 |
| diodes | 713 | 1780 | 0.742 |
| inverters | 42 | 161 | 0.0671 |
[per-layer routing]
metal	vias to the layer above	share of wire (%)
li1	59600	-
met1	91300	32
met2	17400	37
met3	6462	18
met4	276	12
met5	-	0.98
